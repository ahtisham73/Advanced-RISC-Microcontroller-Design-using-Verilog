<file path="design/flow/config.mk">
export PLATFORM = sky130hd
export DESIGN_NAME = PMem
export DESIGN_NICKNAME = PMem
export VERILOG_FILES = /design/flow/design.v
export SDC_FILE = /design/flow/constraint.sdc
export NUM_CORES = 4
export LEC_CHECK = 1
export CORE_UTILIZATION = 40
</file>
<file path="design/flow/constraint.sdc">
current_design PMem

set clk_period 22.3
set clk_io_pct 0.2

create_clock -name clk0 -period $clk_period [get_ports {clk}]

set non_clock_inputs [all_inputs -no_clocks]
set_input_delay [expr $clk_period * $clk_io_pct] -clock clk0 $non_clock_inputs
set_output_delay [expr $clk_period * $clk_io_pct] -clock clk0 [all_outputs]
</file>
<file path="design/flow/design.v">
module PMem(
            input clk,			 
            input E,			 
            input [7:0] Addr,	 
            output [11:0] I,	 
            input LE,			 
            input [7:0] LA,		 
            input [11:0] LI		 
            );
reg [11:0] Prog_Mem [255:0] ;
always @(posedge clk)
begin
    if(LE == 1)
        Prog_Mem[LA] <= LI;
end
assign I = (E == 1) ? Prog_Mem[Addr] : 0 ;
endmodule
</file>
<file path="design/flow/run.sh">
#!/bin/bash
# OpenROAD 26Q1-2900-gdf79404cd8, Yosys 0.63+post, stock flow scripts
make -C /OpenROAD-flow-scripts/flow DESIGN_CONFIG=/design/flow/config.mk WORK_HOME=/design/flow/orfs finish
</file>
==> flow_results.xml <==
<?xml version="1.0" encoding="UTF-8"?>
<metrics>
  <group name="routing">
    <metric name="drc_errors" unit="">0</metric>
    <metric name="routed_wire_length_per_instance" unit="um">31.0</metric>
    <metric name="met3RoutedLength" unit="mm">57.3</metric>
    <metric name="detail_route.wirelength.met1" unit="mm">97.2</metric>
    <metric name="vias_per_cell" unit="">5.72</metric>
    <metric name="wl_met2" unit="mm">145</metric>
    <metric name="top_layer" unit="">met5</metric>
    <metric name="route.final.wire_length" unit="mm">314</metric>
    <metric name="via_count" unit="">58000</metric>
    <metric name="antenna_left" unit="">0</metric>
    <metric name="drtPass1Iterations" unit="">7</metric>
    <metric name="initialDrtViolationCount" unit="">3957</metric>
  </group>
  <group name="final_layout">
    <metric name="finish.utilization" unit="%">46.1</metric>
    <metric name="drive_above_1_share" unit="%">25.5</metric>
    <metric name="final_design_area_no_fill" unit="um2">136000</metric>
    <metric name="fillers" unit="">23900</metric>
    <metric name="area_growth_syn_to_layout" unit="%">14.2</metric>
    <metric name="largest_register_by_flop_count" unit="">Prog_Mem</metric>
    <metric name="largest_register_ffs" unit="">3072</metric>
    <metric name="layoutNonFillerInstCount" unit="">10100</metric>
    <metric name="final-comb-area" unit="um2">24600</metric>
    <metric name="reg_top3" unit="">Prog_Mem (3072)</metric>
    <metric name="ff_latch_area" unit="um2">92200</metric>
  </group>
  <group name="sta">
    <metric name="timing.final.crit_period" unit="ps">15230</metric>
    <metric name="timing_max_transition_violations_final" unit="">0</metric>
    <metric name="hold_slack" unit="ps">3930</metric>
    <metric name="relSlewSlack" unit="%">17.5</metric>
    <metric name="unrepaired_setup_endpoints_after_global_routing" unit="">false</metric>
    <metric name="max_freq" unit="MHz">65.7</metric>
    <metric name="setup_viol" unit="">0</metric>
    <metric name="hold_violations" unit="">0</metric>
    <metric name="setup_tns" unit="ps">0</metric>
    <metric name="worst_pin_slew" unit="ps">1220</metric>
    <metric name="post-route-period-util" unit="%">68.3</metric>
  </group>
  <group name="global_route">
    <metric name="first_global_vias" unit="">63100</metric>
    <metric name="global_route_wire_length_before_repair" unit="mm">451</metric>
    <metric name="grt_max_degree" unit="">98</metric>
    <metric name="antenna_violations_before_repair" unit="">18</metric>
    <metric name="grt_remaining_overflow" unit="">0</metric>
    <metric name="grt_total_usage" unit="%">23.4</metric>
  </group>
  <group name="floorplan">
    <metric name="die.size.y" unit="um">547</metric>
    <metric name="io-pin-count" unit="">43</metric>
    <metric name="core_util_floorplan" unit="%">40.3</metric>
    <metric name="std_cell_rows" unit="">199</metric>
    <metric name="die-area" unit="um2">299000</metric>
    <metric name="core_area" unit="um2">295000</metric>
    <metric name="die_w" unit="um">547</metric>
  </group>
  <group name="cts">
    <metric name="clockRootBuffer" unit="">sky130_fd_sc_hd__clkbuf_16</metric>
    <metric name="cts_inserted_buffers" unit="">329</metric>
    <metric name="post_cts_repair_timing_setup_buffer_count" unit="">0</metric>
    <metric name="cts_hold_buf" unit="">0</metric>
    <metric name="clkSlewWorstSetupHoldPaths" unit="ps">60</metric>
    <metric name="tritoncts_num_sinks" unit="">3072</metric>
    <metric name="tritoncts" unit="">yes</metric>
    <metric name="cts_max_level" unit="">5</metric>
    <metric name="clockBufferDepth" unit="">4</metric>
    <metric name="post_cts_resize_count" unit="">0</metric>
  </group>
  <group name="setup_path">
    <metric name="critPathRequiredTime" unit="ps">17840</metric>
    <metric name="worst_setup_path_end_kind" unit="">primary output</metric>
    <metric name="crit_type" unit="">input port to primary output</metric>
    <metric name="worst-endpoint-arrival" unit="ps">10770</metric>
    <metric name="critical_path.max_fanout" unit="">54</metric>
    <metric name="critical_path.startpoint_type" unit="">input port</metric>
  </group>
  <group name="synthesis">
    <metric name="gate_count_of_the_mapped_netlist" unit="">5506</metric>
    <metric name="synth-warning-count" unit="">1</metric>
    <metric name="post-synth-top-area-fraction" unit="%">77.6</metric>
    <metric name="postSynthRegisterBits" unit="">3072</metric>
    <metric name="syn-mean-instance-area" unit="um2">21.6</metric>
    <metric name="yosysUniqueCellTypes" unit="">55</metric>
    <metric name="top_cells_by_count" unit="">3072 x sky130_fd_sc_hd__edfxtp_1, 647 x sky130_fd_sc_hd__mux4_2, 337 x sky130_fd_sc_hd__mux2i_1, 281 x sky130_fd_sc_hd__nor2_1, 174 x sky130_fd_sc_hd__clkbuf_1</metric>
    <metric name="post-synth-top-area-cell" unit="">sky130_fd_sc_hd__edfxtp_1</metric>
    <metric name="synth.yosys.seq_area_share" unit="%">77.6</metric>
    <metric name="fraction_of_registers_with_async_set_reset" unit="%">0</metric>
    <metric name="yosys-stat-area" unit="um2">119000</metric>
    <metric name="netlist_area" unit="um2">119000</metric>
    <metric name="number_of_enable_type_register_cells_in_the_synthesized_netlist" unit="">3072</metric>
    <metric name="synth_stat.cells" unit="">5506</metric>
    <metric name="ff_type" unit="">sky130_fd_sc_hd__edfxtp_1</metric>
    <metric name="yosys.cell_count.top_type" unit="">sky130_fd_sc_hd__edfxtp_1</metric>
    <metric name="post_synth_main_area_contributors" unit="">sky130_fd_sc_hd__edfxtp_1 78%, sky130_fd_sc_hd__mux4_2 12%, sky130_fd_sc_hd__mux2i_1 2.8%, sky130_fd_sc_hd__o221ai_1 1.0%, sky130_fd_sc_hd__nor2_1 0.89%</metric>
  </group>
  <group name="run">
    <metric name="drv_cap" unit="">0</metric>
    <metric name="warnings" unit="">26</metric>
  </group>
  <group name="placed_design">
    <metric name="detailedPlacementHpwl" unit="mm">192</metric>
    <metric name="routabilityCongestion" unit="">0.900</metric>
    <metric name="placedCellCount" unit="">9580</metric>
    <metric name="port_buffers" unit="">42</metric>
    <metric name="placedInstanceArea" unit="um2">126000</metric>
  </group>
  <group name="hold_path">
    <metric name="hold_path_depth" unit="">1</metric>
    <metric name="hold_path_end" unit="">Prog_Mem[54][11]</metric>
    <metric name="holdCritPathClass" unit="">input port to flip-flop</metric>
    <metric name="timing.hold.worst.start" unit="">LI[11]</metric>
  </group>
  <group name="run_status">
    <metric name="outcome" unit="">completed</metric>
  </group>
  <group name="power_and_ir_drop">
    <metric name="max-vdd-ir-drop" unit="V">0.0000863</metric>
    <metric name="cellLeakagePower" unit="nW">42.8</metric>
    <metric name="power_density_normalized_to_cell_area" unit="nW/um2">89.1</metric>
  </group>
</metrics>
[worst max path at each step]
| stage | start | to | slack [ps] | depth (start not counted) |
|---|---|---|---|---|
| global route | Addr[0] | I[10] | 6730 | 13 |
| finish | Addr[0] | I[10] | 7070 | 13 |
| CTS | Addr[0] | I[10] | 7000 | 13 |
[power by group]
part / switching (mW) / leakage (nW) / internal (mW)
clock: 2.13 / 4.90 / 3.00
combinational: 0.400 / 10.3 / 0.198
sequential: 0.00251 / 27.6 / 6.36
[critical path: stages]
cell,delay [ps]
sky130_fd_sc_hd__buf_16,290
sky130_fd_sc_hd__buf_4,490
sky130_fd_sc_hd__buf_4,620
sky130_fd_sc_hd__buf_4,590
sky130_fd_sc_hd__buf_4,700
sky130_fd_sc_hd__mux4_2,350
sky130_fd_sc_hd__nand2b_1,150
sky130_fd_sc_hd__nand3_1,110
sky130_fd_sc_hd__a2111oi_2,870
sky130_fd_sc_hd__nand4b_1,350
sky130_fd_sc_hd__o22ai_1,850
sky130_fd_sc_hd__buf_4,230
sky130_fd_sc_hd__clkdlybuf4s50_1,460
[kinds of logic (layout without fill, tap and decap cells)]
kind of cell    after synthesis  in the layout  synth area share [%]
flops                      3072           3072                  77.6
mux                        1004           1004                  15.3
compound gates              553            553                  3.42
simple gates                533            533                  1.96
buf+inv                     344           1058                  1.73
other cells                   0              4                     0
[routing by layer]
metal  track usage, %  vias to the layer above
met5             1.99                        -
met4             7.83                       42
met3             18.8                      627
met2             33.3                     3630
met1             27.1                    29400
li1                 -                    24300
[per-stage QoR]
step / setup WS, ps / total power [mW]
global route: 6730 / 12.4
detailed placement: 7040 / 7.09
global placement: 6970 / 7.08
finish: 7070 / 12.1
CTS: 7000 / 12.2
floorplan: 11480 / 6.80
[final cells by class]
type	count	share of cell area [%]
flip-flops and latches	3072	67.9
multi-input cells	2090	18.1
clock buffers	387	6.27
well taps	3919	3.61
repair buffers	497	2.91
clock inverters	172	1.11
inverters	2	0.00922
diodes	4	0.00737
[placed cells by master (no fill, tap or decap), types with 54 or more instances in the layout]
| master | synthesis | layout |
|---|---|---|
| sky130_fd_sc_hd__edfxtp_1 | 3072 | 3072 |
| sky130_fd_sc_hd__mux4_2 | 647 | 647 |
| sky130_fd_sc_hd__buf_4 | 31 | 451 |
| sky130_fd_sc_hd__mux2i_1 | 337 | 337 |
| sky130_fd_sc_hd__clkbuf_16 | 0 | 332 |
| sky130_fd_sc_hd__nor2_1 | 281 | 280 |
| sky130_fd_sc_hd__o221ai_1 | 140 | 140 |
| sky130_fd_sc_hd__nand2_1 | 105 | 104 |
| sky130_fd_sc_hd__o22ai_1 | 87 | 87 |
| sky130_fd_sc_hd__clkinv_1 | 0 | 75 |
| sky130_fd_sc_hd__a21oi_1 | 72 | 72 |
| sky130_fd_sc_hd__a22oi_1 | 69 | 69 |
| sky130_fd_sc_hd__clkbuf_1 | 174 | 55 |
| sky130_fd_sc_hd__a211oi_1 | 54 | 54 |
Power and IR drop assume default switching activity.
