`flow/run.sh`:
```
#!/bin/bash
# OpenROAD 26Q1-2900-gdf79404cd8, Yosys 0.63+post, stock flow scripts
make -C /OpenROAD-flow-scripts/flow DESIGN_CONFIG=/design/flow/config.mk WORK_HOME=/design/flow/orfs finish
```
`flow/config.mk`:
```
export PLATFORM = sky130hd
export DESIGN_NAME = ALU
export DESIGN_NICKNAME = ALU
export VERILOG_FILES = /design/flow/design.v
export SDC_FILE = /design/flow/constraint.sdc
export NUM_CORES = 4
export LEC_CHECK = 1
export CORE_UTILIZATION = 40
```
`flow/constraint.sdc`:
```
current_design ALU

set clk_period 7.9
set clk_io_pct 0.2

create_clock -name clk0 -period $clk_period

set non_clock_inputs [all_inputs -no_clocks]
set_input_delay [expr $clk_period * $clk_io_pct] -clock clk0 $non_clock_inputs
set_output_delay [expr $clk_period * $clk_io_pct] -clock clk0 [all_outputs]
```
`flow/design.v`:
```
module ALU( 
            input [7:0] Operand1, Operand2,
            input E,
            input [3:0] Mode,
            input [3:0] CFlags,
            output [7:0] Out,
            output [3:0] Flags
           );
wire Z, S, O;
reg CarryOut;
reg [7:0] Out_ALU;
always @(*)
begin
    case(Mode)
        4'b0000: {CarryOut, Out_ALU} = Operand1 + Operand2;
        4'b0001: begin
                    Out_ALU = Operand1 - Operand2;  
                    CarryOut = !Out_ALU[7];
                 end
        4'b0010: Out_ALU = Operand1;
        4'b0011: Out_ALU = Operand2;
        4'b0100: Out_ALU = Operand1 & Operand2;      
        4'b0101: Out_ALU = Operand1 | Operand2;      
        4'b0110: Out_ALU = Operand1 ^ Operand2;      
        4'b0111: begin
                    Out_ALU = Operand2 - Operand1;
                    CarryOut = !Out_ALU[7];
                 end
        4'b1000: {CarryOut, Out_ALU} = Operand2 + 8'h1;
        4'b1001: begin
                    Out_ALU = Operand2 - 8'h1;
                    CarryOut = !Out_ALU[7];
                 end
        4'b1010: Out_ALU = (Operand2 << Operand1[2:0]) | (Operand2 >> Operand1[2:0]);
        4'b1011: Out_ALU = (Operand2 >> Operand1[2:0]) | (Operand2 << Operand1[2:0]);
        4'b1100: Out_ALU = Operand2 << Operand1[2:0];
        4'b1101: Out_ALU = Operand2 >> Operand1[2:0];
        4'b1110: Out_ALU = Operand2 >>> Operand1[2:0];
        4'b1111: begin
                    Out_ALU = 8'h0 - Operand2;
                    CarryOut = !Out_ALU[7];
                 end
        default: Out_ALU = Operand2;
    endcase
end
assign O = Out_ALU[7] ^ Out_ALU[6];
assign Z = (Out_ALU == 0) ? 1'b1 : 1'b0;
assign S = Out_ALU[7];
assign Flags = {Z, CarryOut, S, O};
assign Out = Out_ALU;
endmodule
```
==> COMMIT_EDITMSG <==
Store results of the implementation flow

- Outcome: complete, no violations
- Reported max-cap violation count: 0
- The global route stage reports its total congestion overflow as 0.
- Setup repair after global routing left no endpoint under its margin.
* Number of placement rows: 30
- Yosys reported a register bit count of 1.
- Commonest non-fill, non-tap cells in the layout: 34 x ha_1, 32 x clkdlybuf4s50_1, 31 x nand2_1, 31 x a21oi_1, 27 x nor2_1
* Via count normalized by instance count: 6.062
- By startpoint and endpoint, the worst setup path is classified as input port to output pin.
- Static timing analysis puts the maximum clock frequency at around 0.13 GHz.
- Sw Pwr: 111.0 uW
* Die Y-Extent: 86.21 um
* Count of pins over their slew limit: 0
* Antenna Cells: 0
* Cell type group with the largest total delay on the critical path: simple AND/OR/NAND/NOR gates
- Per-instance average area after synthesis: 7.217 um2
* Final cell count without fillers: 501
* Maximum number of pins on one net before global-route repair: roughly 40
- The first global-routing pass estimated 14620 um of wire.
- After detailed placement, the design holds a cell count of 501.
* Peak supply drop: between 0.00002 and 0.00003 V
- Tally of OpenROAD warnings: 61
- Worst Path Buf+Inv: 3
* Power share of the sequential group: less than 1%
- Starting density of the core: 41.52%
- The clock network is responsible for 0% of the overall power.
- Max FFs per register: 1
- Summing every instance area after synthesis gives 2836 um2.
- Number of register pins that no clock reaches: 1
* Count of buffers added by post-CTS timing repair for setup: 0
- Library cells used by synthesis: 66
* Total of hold buffers inserted after clock tree synthesis: 0
* Quantity of I/O buffers inserted on ports: 32
- Per report_power, the combinational group accounts for 99.5% of the total.
- Per the OpenROAD floorplan log, the width of the die is about 86 um.
- After its last routability iteration, the placer logged a weighted congestion of between 0.9 and 1.
- CP max FO: 3
- After routing, the total negative slack on setup checks comes to 0 ps.
- # Cells Yosys: ~390
- Relative to the synthesized area, the layout overhead comes to 12.00%.
- Instance count of the mapped netlist: 393
* Routed wire length per instance: ~18 um
* Most frequent logic cell in the layout: ha_1
* Fraction of registers with async set/reset: 0%
* Residual antenna-violating net count after detailed routing: 0
* Most used DFF post-synth: dlxtn_1
* Largest incremental delay on the critical path: around 550 ps
* Total iterations of the first detailed-routing run: 5
- For this run, design rule violations remaining after detail routing come to 0.
- Looking at the max-slew report, the worst-margin pin has a slew of 565.8 ps.
* Gr usage total: roughly 25%
* Sw Ratio: 53.43%
- Core ar.: a little under 7000 um2
- Yosys reports a chip area of 2836 um2.
- Via count: 3037
* Cell with the largest stage delay on the worst path: nor4_1
- The report lists the cells along the critical path as clkdlybuf4s50_1, inv_1, ha_1, fa_1, o21bai_1, a21oi_1, o31ai_1, mux2i_1, nor4_1, o21ai_0, o211ai_1, ha_1, or3b_1, nor4b_2, clkdlybuf4s50_1.
- Share of the core filled with cells: 46.50%
- In the final layout, the share of cells above drive strength 1 is 8.889%.
- 2 endpoints have no timing constraint.
- The die covers 7432 um2.
* Synth Warn #: 1
* Lkg Pwr: 0.001298 uW
- Minimum period implied by the final worst setup slack: 7454 ps
- Post-cts resize count: 0
- Worst hold path type: input port to output pin
- Worst EP arrival: about 6000 ps
* Power per unit of standard cell area: between 60 and 70 nW/um2
- The final timing summary puts the cycle share of the worst path at between 90 and 100%.
* CP Launch Type: input port
- Vias in the first global route: between 2000 and 3000
- First-iteration detailed-routing DRC count: 323
- Total wirelength of the detailed-routed design: approximately 9200 um
- Internal power: 96.75 uW
* Antenna violations before repair: 0
- Final number of setup-violating endpoints: 0
* Slew Limit Headroom: 61.93%
- Data required time of the critical path: 6320 ps
* Number of primary I/O pins: 37
* Detail Placement HPWL: 7050 um
- The post-synth count of flops with an enable pin is 0.
* Number of hold violations in the final report: 0
* Crit end category: output pin
[through the flow]
step | setup WS (ps) | power (uW) | hold WS (ps) | cell area (um2)
2_1_floorplan | 1807 | 138.4 | 3402 | 2836
3_3_place_gp | 550.7 | 204.8 | 4568 | 3177
3_5_place_dp | 527.7 | 204.1 | 4563 | 3177
6_report | 446.1 | 207.7 | 4581 | 3177
4_1_cts | 503.2 | 205.5 | 4574 | 3177
5_1_grt | 200.5 | 226.9 | 4654 | 3177
[cell families after synthesis]
family / after synthesis / synth area share, %
compound gates: 126 / 29.82
xor+xnor: 18 / 5.558
fa+ha+maj: 37 / 17.12
buf+inv: 61 / 11.20
latches: 1 / 0.5292
mux: 25 / 12.35
simple gates: 125 / 23.42
[metal layers]
metal | routed length (um) | vias up | share of wire (%) | GRT usage, %
li1 | - | 1474 | - | -
met1 | 4235 | 1410 | 46 | 38.60
met4 | 106 | 0 | 1.2 | 2.879
met2 | 4201 | 141 | 46 | 40.69
met5 | 0 | - | 0 | 0
met3 | 640 | 12 | 7.0 | 2.705
[final cells by class]
class,instances,area [um2]
Sequential cell,1,15.01
Inverter,24,90.09
Fill cell,708,3655
Timing Repair Buffer,49,447.9
Multi-Input combinational cell,331,2504
Tap cell,96,120.1
[path summary, 6_finish.rpt]
kind,start,to,slack [ps],depth (start not counted)
worst max-delay path,Operand2[0],Flags[3],450,15
worst min-delay path,Operand1[7],Flags[1],4580,7
[worst min-delay path, cell delays in order]
cell	delay, ps
clkdlybuf4s50_1	520
a31oi_1	90
nand2_1	60
nor3_1	50
o221ai_1	80
o21a_1	150
clkdlybuf4s50_1	450
[power by group through the flow]
stage,Sequential (uW),Clock [uW],Combinational (uW)
finish,1.00,0,207
global route,1.04,0,226
CTS,1.02,0,204
[Yosys cell counts (4+ instances only)]
cell	count	area share [%]
nor2_1	27	3.6
nand3b_1	8	2.1
o21bai_1	9	2.4
xnor2_1	14	4.3
mux4_2	5	4.0
buf_2	17	3.0
a21o_1	5	1.3
nand3_1	12	2.1
nand4_1	4	0.88
a211oi_1	5	1.3
a221oi_1	6	1.9
a31oi_1	4	0.88
nand2b_1	6	1.3
o22ai_1	12	2.6
o21ai_0	19	3.4
buf_4	8	2.1
clkbuf_1	7	0.93
buf_6	5	2.0
ha_1	34	15
o2111ai_1	6	1.9
nand2_1	31	4.1
nor2b_1	5	1.1
xor2_1	4	1.2
mux2i_1	14	4.9
o32a_1	4	1.4
nor3_1	7	1.2
a21oi_1	31	5.5
inv_1	23	3.0
nor4_1	5	1.1
mux2_2	4	1.6
Power figures rest on the tool's default switching activity, not on a simulated workload.
