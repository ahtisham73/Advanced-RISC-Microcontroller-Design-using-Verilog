===== flow/design.v =====
module DMem(clk, E, WE, Addr, DI, DO);
	input clk;  					 
    input E;						 
    input WE;						 
    input [3:0] Addr;				 
    input [7:0] DI;					 
    output [7:0] DO;				 
	reg [7:0] data_mem [15:0];
	always@(posedge clk) begin
		if((E == 1) && (WE == 1))
			data_mem[Addr] <= DI;
	end
	assign DO = (E ==1)? data_mem[Addr]:0;
endmodule

===== flow/constraint.sdc =====
current_design DMem

set clk_period 2.3
set clk_io_pct 0.2

create_clock -name clk0 -period $clk_period [get_ports {clk}]

set non_clock_inputs [all_inputs -no_clocks]
set_input_delay [expr $clk_period * $clk_io_pct] -clock clk0 $non_clock_inputs
set_output_delay [expr $clk_period * $clk_io_pct] -clock clk0 [all_outputs]

===== flow/run.sh =====
#!/bin/bash
# OpenROAD 26Q1-2900-gdf79404cd8, Yosys 0.63+post, stock flow scripts
make -C /OpenROAD-flow-scripts/flow DESIGN_CONFIG=/design/flow/config.mk WORK_HOME=/design/flow/orfs finish

===== flow/config.mk =====
export PLATFORM = sky130hd
export DESIGN_NAME = DMem
export DESIGN_NICKNAME = DMem
export VERILOG_FILES = /design/flow/design.v
export SDC_FILE = /design/flow/constraint.sdc
export NUM_CORES = 4
export LEC_CHECK = 1
export CORE_UTILIZATION = 40

==> Slide: Implementation Results <==
Physical Implementation Snapshot

Status
  • Outcome: finished clean

Floorplanning
  • Die height: 115 µm
  • Die Wd: between 100 and 150 µm
  • CORE AREA: around 12000 µm²
  • IO Pins: 23
  • Chip area: about 13000 µm²
  • Rows: 40
  • Pre-Place Util: between 40% and 50%

Routing
  • 1st-iter DRT viols: 181
  • Vias/cell: roughly 5.4
  • Antenna-violating nets left: 0
  • ANT cells: 0
  • Routed length per placed instance: ~21 µm
  • Via Count: between 2000 and 3000
  • TritonRoute pass-1 iters: 4
  • DRC Markers: 0
  • Drt total wl: 11.1 mm

Yosys
  • Yosys stat chip area: ~5000 µm²
  • Top-area cell share: 75.0%
  • Syn Std Cell Area: 5130 µm²
  • EDFF count, synth: 128
  • FA/HA/MAJ Cells, Area Fraction: 0%
  • Ys flop type: edfxtp_1
  • Register share after synthesis: between 70% and 80%
  • Yosys Instances: roughly 270
  • Ranking of synthesized cells by area: edfxtp_1, mux4_1, mux4_2, mux2i_1, nand2_1
  • Post-synth top area cell: edfxtp_1
  • Yosys reg bits: approximately 130
  • Cell count after synthesis: roughly 270
  • Simple-gate share of the synthesized area: under 10%
  • Yosys warns: 1
  • Asr flop ratio synth: 0%
  • Ao+oa area frac: around 2.7%
  • Yosys cell types: 23
  • Comb area leader: multiplexers
  • Avg Cell Area, Syn: roughly 19 µm²
  • Mux cell area share: 14.4%
  • Yosys xor share: 0%

CTS
  • Post-CTS Hold Fix Bufs: 0
  • Root Buffer: clkbuf_16
  • CTS Buf Count: 17
  • Clk buf depth: 2
  • Clock sink total: ~130
  • H-tree levels: 4
  • TritonCTS clock tree: yes
  • Clock transition at the registers of the reported paths: about 50 ps

Timing
  • Final tally of setup violations: 0
  • Slew Limit Fails: 0
  • Fin Hold WS: approximately 850 ps
  • Max_slew headroom: between 50% and 60%
  • Final min period: about 2300 ps
  • Worst-Margin Slew: about 730 ps
  • RSZ-0062 raised after global routing: yes
  • Fin. Hold Viols: 0
  • F_max: 442 MHz
  • Setup_tns: 0 ps
  • Cycle use final: between 90% and 100%

GRT
  • Final global-route overflow total: 0
  • Antenna violations before repair: 0
  • First-pass GRT wire length: 17.1 mm
  • Vias in the first global route: ~2900
  • Total GRT Usage: roughly 20%
  • Largest net degree at the start of global routing: 17

Layout
  • Layout cells sized above 1: ~34%
  • Post-Layout Cell Count: between 500 and 600
  • Filler Cell Count: slightly below 1000
  • Number of flip-flops in the largest register: between 100 and 150
  • FF/Latch Area: ~3800 µm²
  • Top reg by flops: data_mem
  • Regs by FF count: data_mem x128
  • Area added between synthesis and finish: 25.4%
  • Logic area: 1170 µm²

Flow run
  • Max-cap violations: 0
  • Tool warnings: 26

Setup path
  • Critical path startpoint: Addr[1]
  • Critical path fanouts, max: 5
  • Type of origin of the critical path: input pin
  • CP Data Arrival Time: approximately 1800 ps
  • Crit path to: DO[1]
  • Kind of critical path: in2out
  • CP Capture Type: output port
  • WP data required: between 1500 and 2000 ps

Placed design
  • Dpl hpwl: around 7.3 mm
  • Placer Congestion: between 0.9 and 1
  • Placed cell count: around 480
  • Port bufs: 22

Pwr
  • VDD IR-drop max: 461 µV
  • Pleak: roughly 2.2 nW
  • Pwr per Cell Area: roughly 840 nW/µm²

Worst hold path
  • Hold WC Path Type: in2reg
==> layout by cell type (no fill, tap or decap), types with 2 or more instances in the layout <==
master	count
edfxtp_1	128
buf_4	39
nand2_1	25
mux4_2	23
clkbuf_16	17
nor2_1	14
mux2i_1	13
clkdlybuf4s50_1	9
nand4_1	8
buf_12	8
o211ai_1	7
a32oi_1	6
buf_2	6
mux2i_2	5
nor3_1	4
clkbuf_1	4
clkinv_1	3
clkinv_2	3
clkbuf_2	3
buf_6	3
nor2b_1	2
nand2b_1	2
bufinv_16	2
clkdlybuf4s15_1	2
==> kinds of logic after synthesis <==
logic type	after synthesis
AND-OR/OR-AND	18
buffers and inverters	17
flip-flops	128
multiplexers	41
AND/OR/NAND/NOR	62
==> worst max-delay path, stage by stage <==
cell	delay [ps]
buf_8	80
buf_12	120
buf_12	110
buf_12	100
mux4_2	550
nand2_1	100
o211ai_1	130
buf_2	140
==> worst min-delay path by stage <==
stage	startpoint	end	slack (ps)	cells after the start
after CTS	Addr[3]	data_mem[0][0]$_DFFE_PP_	830	4
after global routing	Addr[3]	data_mem[0][2]$_DFFE_PP_	850	4
final	Addr[3]	data_mem[0][2]$_DFFE_PP_	850	4
==> area by class of cell <==
class                      instances  area share [%]
clock buffer                      21            6.85
clock inverter                     9            1.46
multi-input combinational        121            18.3
sequential                       128            59.8
tap                              168            3.27
timing repair buffer              72            10.4
==> Yosys cell counts (all sizes together) (3+ instances only) <==
| cell | count |
|---|---|
| edfxtp | 128 |
| nand2 | 26 |
| mux4 | 23 |
| mux2i | 18 |
| nor2 | 14 |
| buf | 11 |
| nand4 | 8 |
| a32oi | 7 |
| o211ai | 7 |
| clkbuf | 6 |
| nor3 | 4 |
| nand2b | 3 |
==> power by group <==
group / switching, W / internal [W] / leakage (nW)
clock: 0.000870 / 0.00156 / 0.259
combinational: 0.000173 / 0.000160 / 0.753
sequential: 0.00000628 / 0.00260 / 1.15
total: 0.00105 / 0.00432 / 2.17
==> routing by layer <==
metal / GRT usage, % / vias up / routed length [µm]
met5: 0 / - / 0
met4: 2.42 / 0 / 134
met3: 14.2 / 16 / 1590
met2: 27.8 / 167 / 5000
met1: 29.1 / 1372 / 4350
li1: - / 1231 / -
==> through the flow <==
step	utilization, %	power [W]	setup WS, ps	area (µm²)
2_1_floorplan	-	0.00279	64.3	5130
3_3_place_gp	47.4	0.00296	-655	5810
3_5_place_dp	47.4	0.00296	-686	5810
4_1_cts	52.7	0.00542	3.04	6460
5_1_grt	52.4	0.00553	-16.7	6430
6_report	52.4	0.00537	37.0	6430
==> what timing repair did <==
action,4_1_cts,5_1_grt
gates cloned,1,0
resized,53,13
setup endpoints to repair,8,8
pin swaps,24,15
buffers inserted,8,1
hold endpoints to repair,0,0
Power figures rest on the tool's default switching activity, not on a simulated workload.
